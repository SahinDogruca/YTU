File: /design/flow/design.v
module alu(
    input [31:0] input1,
    input [31:0] input2,
    input [4:0] alu_control,
    output reg [31:0] result,
    output zero
);
localparam ALU_ADD  = 5'b00001;
localparam ALU_SUB  = 5'b00010;
localparam ALU_AND  = 5'b00011;
localparam ALU_OR   = 5'b00100;
localparam ALU_SLT  = 5'b00101;
localparam ALU_SLTI = 5'b00110;
localparam ALU_ADDI = 5'b00111;
localparam ALU_ANDI = 5'b01000;
localparam ALU_ORI  = 5'b01001;
localparam ALU_SLL  = 5'b01010;
localparam ALU_SRL  = 5'b01011;
localparam ALU_SRA  = 5'b01100;
localparam ALU_LUI  = 5'b01101;
always @(*) begin
    case(alu_control)
        ALU_ADD, ALU_ADDI:    
            result = input1 + input2;
        ALU_SUB:              
            result = input1 - input2;
        ALU_AND, ALU_ANDI:    
            result = input1 & input2;
        ALU_OR, ALU_ORI:      
            result = input1 | input2;
        ALU_SLT, ALU_SLTI:    
            result = ($signed(input1) < $signed(input2)) ? 32'b1 : 32'b0;
        ALU_SLL:              
            result = input1 << input2[4:0];
        ALU_SRL:              
            result = input1 >> input2[4:0];
        ALU_SRA:              
            result = ($signed(input1) >>> input2[4:0]);
        ALU_LUI:              
            result = input2 << 16;
        default: 
            result = 32'b0;
    endcase
end
assign zero = (result == 0);  
endmodule
File: /design/flow/run.sh
#!/bin/bash
# OpenROAD 26Q1-2900-gdf79404cd8, Yosys 0.63+post, stock flow scripts
make -C /OpenROAD-flow-scripts/flow DESIGN_CONFIG=/design/flow/config.mk WORK_HOME=/design/flow/orfs finish
File: /design/flow/config.mk
export PLATFORM = sky130hd
export DESIGN_NAME = alu
export DESIGN_NICKNAME = alu
export VERILOG_FILES = /design/flow/design.v
export SDC_FILE = /design/flow/constraint.sdc
export NUM_CORES = 4
export LEC_CHECK = 1
export CORE_UTILIZATION = 30
File: /design/flow/constraint.sdc
current_design alu

set clk_period 21.3
set clk_io_pct 0.2

create_clock -name clk0 -period $clk_period

set non_clock_inputs [all_inputs -no_clocks]
set_input_delay [expr $clk_period * $clk_io_pct] -clock clk0 $non_clock_inputs
set_output_delay [expr $clk_period * $clk_io_pct] -clock clk0 [all_outputs]
==> Slide: Implementation Results <==
Physical Implementation Snapshot

Synthesis
  • Mapped cell area: 0.0102 sq mm
  • YS chip area: 0.0102 sq mm
  • Seq/Total Area, Yosys: 0%
  • Synth Instances: 1448
  • Synth Area per Inst: 7.02 sq um
  • Distinct lib cells used: 86
  • Ys cells: 1448
  • Yosys warns: 1

Die
  • Fp util: 30.4%
  • Ports: 102
  • FP Rows: 67
  • Core area: 0.0334 sq mm
  • Die W: 186 microns
  • DIE AREA: 0.0346 sq mm
  • Die Span Y: 186 microns

Setup path
  • CP arrival: 9600 ps
  • Max FO, Critical Path: 33
  • Family with the most delay on the worst path: simple AND/OR/NAND/NOR gates
  • Worst setup path category: primary input to primary output
  • Buffers and inverters on the worst path: 5
  • Startpoint Class: primary input
  • Cell Chain, Critical Path: clkdlybuf4s50_1 > buf_4 > clkinv_1 > ha_1 > nor3b_1 > nor3_1 > a2111oi_0 > buf_4 > or4_1 > and3_1 > nand3b_1 > a31o_1 > a211o_1 > or4_1 > nor3_2 > clkdlybuf4s50_1
  • Slowest cell delay on critical path: 590 ps
  • Worst EP required: 17040 ps
  • Slowest cell on crit path: nor3_1
  • CP endpoint kind: primary output
  • Critical path depth in cells: 16

STA
  • Fin. Hold Viols: 0
  • Fmax: 0.0721 GHz
  • Final max-slew violation count: 0
  • Rel. slew slack: 41.1%
  • Worst-Margin Slew: 881 ps
  • RSZ-0062 raised after global routing: false
  • Sum Neg Setup Slack: 0 ps
  • Fin crit period: 13860 ps
  • Tcrit/Tclk final: 65.1%
  • Setup Viol. Count Final: 0
  • Setup ws final: 7440 ps

Final layout
  • Final instance area: 0.0115 sq mm
  • Filler cell count: 3582
  • Commonest Layout Cell: nor2_1
  • Share of cells above drive strength 1: 9.73%
  • FF+latch count: 0
  • Clock buf count: 0
  • Area growth, synth to finish: 12.7%
  • Highest-count cells in the layout ignoring fill and taps: nor2_1 (137), nand2_1 (122), a21oi_1 (106), clkdlybuf4s50_1 (98), ha_1 (97)
  • Finished Layout Cells: 1907
  • Register area: 0 sq um

GRT
  • Vias in the first global route: 11610
  • Global-route wire length before repair: 76.9 mm
  • Largest net degree at the start of global routing: 68
  • Congestion Overflow GR: 0
  • Initial antenna violation count: 0
  • GR Util All Layers: 30.6%

Clock network
  • # Post-CTS Setup Buffers: 0
  • Post-cts sizing count: 0
  • CTS Hold Bufs: 0

Placed design
  • Dpl hpwl: 40.2 mm
  • Port Buffers: 102
  • DP Area: 0.0115 sq mm
  • Dpl ws: 7540 ps
  • Inst Count DP: 1907
  • GP Congestion: 1.07

Routing
  • Number of vias per cell: 6.56
  • Drt pass-1 iters: 6
  • # diodes: 0
  • Number of remaining DRC errors: 0
  • Routed WL per cell: 27.4 microns
  • Antenna-violating nets left: 0
  • WL final: 52.2 mm
  • Initial DRC Count: 1460
  • Via count: 12503

Min path
  • Hold path depth: 5
  • Min-Delay Path Class: primary input to primary output

Run
  • Tool warnings: 97
  • Max cap viols: 0

Pwr
  • Total power draw: 0.299 mW
  • Peak supply drop: 0.0000116 V
  • Leakage: 4.55 nW
  • Power per cell area: 26.1 mW/mm^2

Run status
  • Outcome: complete, no violations
## synth_stat cells, types with 18 or more instances
cell type / number / share of area (%)
nor2_1: 137 / 5.1
nand2_1: 122 / 4.5
a21oi_1: 106 / 5.2
ha_1: 97 / 12
inv_1: 92 / 3.4
clkbuf_1: 87 / 3.2
o21ai_0: 63 / 3.1
mux4_2: 56 / 12
mux2i_1: 47 / 4.6
nand3_1: 44 / 2.2
o211ai_1: 38 / 2.8
nor3_1: 28 / 1.4
a211oi_1: 27 / 2.0
nor2b_1: 23 / 1.4
buf_2: 22 / 1.1
a221oi_1: 19 / 1.6
mux2_2: 19 / 2.1
o21ai_1: 19 / 0.93
a31oi_1: 18 / 1.1
## layout make-up
cell class / count / area [sq um] / area share [%]
Tap cell: 448 / 561 / 4.89
Timing Repair Buffer: 140 / 1290 / 11.3
Multi-Input combinational cell: 1220 / 9240 / 80.6
Inverter: 99 / 372 / 3.24
## worst paths after layout
kind                   from         to  slack (ps)
hold / removal    input2[3]  result[2]        9700
setup / recovery  input2[4]       zero        7440
## cell families (layout without fill, tap and decap cells)
family / Yosys count / count (layout) / share of synthesized area (%)
XOR/XNOR: 11 / 11 / 0.947
AND/OR/NAND/NOR: 479 / 479 / 22.8
adder cells (fa/ha/maj): 99 / 99 / 12.3
AND-OR/OR-AND: 498 / 498 / 34.3
buffers and inverters: 228 / 239 / 9.24
multiplexers: 133 / 133 / 20.3
## power by group
part | internal (mW) | switching [mW]
Combinational | 0.117 | 0.182
Sequential | 0 | 0
Clock | 0 | 0
## layer usage
| layer | GRT usage, % | up-vias | wire length (microns) |
|---|---|---|---|
| li1 | - | 5558 | - |
| met1 | 42.7 | 6027 | 21500 |
| met2 | 46.7 | 791 | 22900 |
| met3 | 5.16 | 127 | 4920 |
| met4 | 13.7 | 0 | 2780 |
| met5 | 0 | - | 0 |
## metrics by stage
| step | utilization (%) | hold WS [ps] |
|---|---|---|
| floorplan | - | 8740 |
| global placement | 34.3 | 9750 |
| detailed placement | 34.3 | 9690 |
| CTS | 34.3 | 9710 |
| global route | 34.3 | 9770 |
| finish | 34.3 | 9700 |
No activity file was given, so power comes from the tool's default toggle rates.
